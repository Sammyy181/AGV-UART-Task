==> flow/design.v <==
module rx_header (
    input clk,
    input serial,
    input reset,
    output reg rx_dv,
    output reg general_dv,
    output reg [7:0] s_CT,
    output reg [15:0] s_FSA,
    output reg [15:0] s_LSA,
    output reg [15:0] obs_alert,
    output reg [15:0] max_dist_angle,
    output reg [15:0] min_dist_angle
);
    localparam idle     = 4'b0000;
    localparam header_1 = 4'b0001;
    localparam ct       = 4'b0010;
    localparam fsa      = 4'b0100;
    localparam fsa_1    = 4'b0101;
    localparam lsa      = 4'b0110;
    localparam lsa_1    = 4'b0111;
    localparam sample   = 4'b1000;
    localparam sample_1 = 4'b1001;
    localparam writing  = 4'b1100;
    localparam cleanup  = 4'b1111;
    wire [7:0] wi_general;
    wire wi_dv;
    reg [3:0] state; 
    reg [7:0] t_general;
    reg [15:0] sample_mem [255:0];
    reg [7:0]  sample_index;
    reg [7:0]  sample_expected;
    reg [15:0] s_header;
    reg [15:0] s_sample;
    reg [7:0]  min_dist_index;
    reg [7:0]  max_dist_index;
    reg [3:0]  k;
    reg [15:0] max_dist;
    reg [15:0] min_dist;
    integer i;
    uart_rx general( clk, serial, wi_dv, wi_general);
    always @(posedge clk) begin
        if (reset) begin
            rx_dv <= 1'b0;
            general_dv <= 1'b0;
            state <= idle;
            t_general <= 8'h00;
            sample_index <= 8'h00;
            sample_expected <= 8'h00;
            s_header <= 16'h0000;
            s_sample <= 16'h0000;
            obs_alert <= 16'h0000;
            max_dist <= 16'h0000;
            min_dist <= 16'hFFFF;
            max_dist_index <= 8'h00;
            min_dist_index <= 8'h00;
            k <= 4'h0;
            max_dist_angle <= 16'h0000;
            min_dist_angle <= 16'h0000;
        end 
        else begin
            t_general <= wi_general;
            general_dv <= wi_dv;
            case (state)
                idle: begin
                    max_dist <= 16'h0000;
                    min_dist <= 16'hFFFF;
                    if (wi_dv) begin
                        if (wi_general == 8'h55) begin
                            s_header[7:0] <= wi_general;
                            state <= header_1;
                            obs_alert <= 16'h0000;
                        end else begin
                            state <= idle;
                        end
                    end else begin
                        state <= idle;
                    end
                end
                header_1: begin
                    if (wi_dv) begin
                        if (wi_general == 8'hAA) begin
                            s_header[15:8] <= wi_general;
                            state <= ct;
                        end else begin
                            state <= idle;
                        end
                    end
                end
                ct: begin
                    if (wi_dv) begin
                        s_CT <= wi_general;
                        sample_expected <= wi_general;
                        sample_index <= 8'h00;
                        case (wi_general)
                            8'd1: k <= 0;
                            8'd2: k <= 1;
                            8'd4: k <= 2;
                            8'd8: k <= 3;
                            8'd16: k <= 4;
                            8'd32: k <= 5;
                            8'd64: k <= 6;
                            8'd128: k <= 7;
                            default: k <= 0;
                        endcase
                        state <= fsa;
                    end
                end
                fsa: begin
                    if (wi_dv) begin
                        s_FSA[7:0] <= wi_general;
                        state <= fsa_1;
                    end
                end
                fsa_1: begin
                    if (wi_dv) begin
                        s_FSA[15:8] <= wi_general;
                        state <= lsa;
                    end
                end
                lsa: begin
                    if (wi_dv) begin
                        s_LSA[7:0] <= wi_general;
                        state <= lsa_1;
                    end
                end
                lsa_1: begin
                    if (wi_dv) begin
                        s_LSA[15:8] <= wi_general;
                        state <= sample;
                    end
                end
                sample: begin
                    if (wi_dv) begin
                        s_sample[7:0] <= wi_general;
                        state <= sample_1;
                    end
                end
                sample_1: begin
                    if (wi_dv) begin
                        s_sample[15:8] <= wi_general;
                        state <= writing;
                    end
                end
                writing: begin
                    sample_mem[sample_index] <= s_sample;
                    if (sample_index < sample_expected) begin
                        if (sample_index < 16) begin
                            if (s_sample <16'd102) begin
                                obs_alert <= obs_alert | (16'h1 << sample_index);
                            end
                        end
                        if (s_sample < min_dist) begin
                            min_dist <= s_sample;
                            min_dist_index <= sample_index;
                        end
                        if (s_sample > max_dist) begin
                            max_dist <= s_sample;
                            max_dist_index <= sample_index;
                        end
                    end
                    if (sample_index == sample_expected - 1) begin
                        max_dist_angle <= s_FSA + (max_dist_index * ((s_LSA - s_FSA) >> k));
                        min_dist_angle <= s_FSA + (min_dist_index * ((s_LSA - s_FSA) >> k));
                        rx_dv <= 1'b1;
                        state <= cleanup;
                    end else begin
                        sample_index <= sample_index + 1;
                        state <= sample;
                    end
                end
                cleanup: begin
                    rx_dv <= 1'b0;
                    sample_index <= 8'h00;
                    state <= idle;
                end
                default: begin
                    state <= idle;
                end
            endcase
        end
    end
endmodule
module uart_rx #(
    parameter N = 1,
    parameter CLKS_PER_BIT = 87
)(
    input clk,
    input i_rx_s,
    output reg o_Rx_DV = 0,
    output reg [7:0] o_Rx_Byte = 8'b0
);
    localparam idle = 3'b000;
    localparam start = 3'b001;
    localparam data = 3'b010;
    localparam stop = 3'b011;
    localparam cleanup = 3'b100;
    reg [2:0] state = idle;
    reg [7:0] r_clock = 0;
    reg [2:0] r_index = 0;
    reg [7:0] rx_byte = 0;
    reg rx_data = 1;
    always @(posedge clk) begin
        rx_data <= i_rx_s;
    end
    always @(posedge clk) begin
        case (state)
            idle: begin
                o_Rx_DV <= 1'b0;
                r_clock <= 0;
                r_index <= 0;
                if (rx_data == 1'b0)
                    state <= start;
                else
                    state <= idle;
            end
            start: begin
                if (r_clock == (CLKS_PER_BIT-1)/2) begin
                    if (rx_data == 1'b0) begin
                        r_clock <= 0;
                        state <= data;
                    end else begin
                        state <= idle;
                    end
                end else begin
                    r_clock <= r_clock + 1;
                end
            end
            data: begin
                if (r_clock < CLKS_PER_BIT-1) begin
                    r_clock <= r_clock + 1;
                end else begin
                    r_clock <= 0;
                    rx_byte[r_index] <= rx_data;
                    if (r_index < 7) begin
                        r_index <= r_index + 1;
                    end else begin
                        r_index <= 0;
                        state <= stop;
                    end
                end
            end
            stop: begin
                if (r_clock < CLKS_PER_BIT-1) begin
                    r_clock <= r_clock + 1;
                end else begin
                    o_Rx_DV   <= 1'b1;
                    r_clock <= 0;
                    state <= cleanup;
                    o_Rx_Byte <= rx_byte;
                end
            end
            cleanup: begin
                state <= idle;
                o_Rx_DV <= 1'b0;
            end
            default: 
                state <= idle;
        endcase
    end
endmodule
==> flow/run.sh <==
#!/bin/bash
# OpenROAD 26Q1-2900-gdf79404cd8, Yosys 0.63+post, stock flow scripts
make -C /OpenROAD-flow-scripts/flow DESIGN_CONFIG=/design/flow/config.mk WORK_HOME=/design/flow/orfs finish
==> flow/config.mk <==
export PLATFORM = sky130hd
export DESIGN_NAME = rx_header
export DESIGN_NICKNAME = rx_header
export VERILOG_FILES = /design/flow/design.v
export SDC_FILE = /design/flow/constraint.sdc
export NUM_CORES = 4
export LEC_CHECK = 1
export CORE_UTILIZATION = 50
==> flow/constraint.sdc <==
current_design rx_header

set clk_period 10.8
set clk_io_pct 0.2

create_clock -name clk0 -period $clk_period [get_ports {clk}]

set non_clock_inputs [all_inputs -no_clocks]
set_input_delay [expr $clk_period * $clk_io_pct] -clock clk0 $non_clock_inputs
set_output_delay [expr $clk_period * $clk_io_pct] -clock clk0 [all_outputs]
==> results.sh <==
# physical design summary
export IMPL_outcome="complete, no violations"
export IMPL_holdCritPathClass="register to register"
export IMPL_synth_seq_share_pct=29.4
export IMPL_port_buffers=92
export IMPL_fmax_mhz=118
export IMPL_period_used_pct=78.3
export IMPL_antenna_found_initial=0
export IMPL_die_y_um=187
export IMPL_crit_required_ns=11.22
export IMPL_initCoreUtil_pct=51.0
export IMPL_dp_cells=2401
export IMPL_ys_flops=216
export IMPL_async_flop_share_pct=0
export IMPL_cpMostUsedCell="fa_1"
export IMPL_power_density_mw_per_mm2=105
export IMPL_clk_latency_ns=0.55
export IMPL_drv_slew=0
export IMPL_slew_headroom_pct=39.0
export IMPL_ctsResizeCount=0
export IMPL_wl_per_cell_um=17.4
export IMPL_cp_arrival_ns=8.87
export IMPL_postLayoutCellArea_sq_mm=0.0194
export IMPL_warning_count=28
export IMPL_fin_tns_setup_ns=0
export IMPL_hold_buffers=0
export IMPL_gp_congestion=0.949
export IMPL_regArea_sq_mm=0.00503
export IMPL_synth_edff_count=71
export IMPL_hold_violations=0
export IMPL_fin_crit_ns=8.45
export IMPL_setup_ws_ns=2.35
export IMPL_grt_overflow_total=0
export IMPL_avgSynthCellArea_sq_um=8.90
export IMPL_fin_cells=2451
export IMPL_setup_worst_path_end_class="register"
export IMPL_syn_inst=1926
export IMPL_cts_root_buf="clkbuf_16"
export IMPL_chipWidth_um=187
export IMPL_n_antenna_cell=0
export IMPL_grt_max_degree=52
export IMPL_path_clk_slew_ns=0.07
export IMPL_drt_iter0_markers=604
export IMPL_io_pins=93
export IMPL_flop_cell="dfxtp_1"
export IMPL_cts_buffers=27
export IMPL_row_count=67
export IMPL_ys_types=72
export IMPL_clkSinkCount=216
export IMPL_crit_type="register to register"
export IMPL_coreArea_sq_mm=0.0336
export IMPL_critPathLaunchType="register"
export IMPL_n_fill_cell=2909
export IMPL_cp_top_family="AND-OR/OR-AND gates"
export IMPL_cap_violations=0
export IMPL_hpwl_um=31900
export IMPL_route_detailed_drc=0
export IMPL_vias=12900
export IMPL_drt_total_wl_um=42600
export IMPL_comb_area_sq_mm=0.0107
export IMPL_worst_hold_path_num_cells=0
export IMPL_htree_levels=1
export IMPL_first_global_vias=12800
export IMPL_leakage_nw=8.77
export IMPL_synth_top_area_share_pct=17.4
export IMPL_ir_worst_vdd_uv=161
export IMPL_viasPerCell=5.28
export IMPL_critical_path_max_fanout=16
export IMPL_grt_pass1_wl_um=69100
export IMPL_cts_tree="yes"
export IMPL_slowest_stage="fa_1"
export IMPL_drive_above_1_share_pct=4.99
export IMPL_clockBufferDepth=3
export IMPL_cts_setup_buffers=0
export IMPL_first_pass_iters=5
export IMPL_chipArea_sq_mm=0.0350
export IMPL_reg2reg_depth=31
export IMPL_dpl_instance_area_sq_mm=0.0185
export IMPL_ys_cells=1926
export IMPL_critPathBufInv=4
export IMPL_top_cells_by_area="fa_1, dfxtp_1, edfxtp_1"
export IMPL_ys_warn_count=2
export IMPL_fin_util_pct=57.6
export IMPL_max_slew_worst_pin_slew_ns=0.904
export IMPL_syn2layout_area_growth_pct=13.0
export IMPL_holdWs_ns=0.445
export IMPL_path_depth=31
export IMPL_rsz0062_at_grt="no"
export IMPL_track_usage_pct=26.6
export IMPL_ant_nets=0
export IMPL_place_ws_ns=2.43
export IMPL_critical_path_max_stage_delay_ns=0.56
export IMPL_p_total_mw=2.03
export IMPL_fin_skew_ns=0.0158
export IMPL_ys_chip_area_sq_mm=0.0171
export IMPL_synth_area_sq_mm=0.0171
export IMPL_yosysTopAreaCell="fa_1"
export IMPL_setup_violations_final=0
==> synth_stat cells (3+ instances only) <==
master,number
dfxtp_1,145
nor3b_1,4
mux2_2,7
nor2_1,164
o211ai_1,11
nand4_1,15
nor3_1,24
and2_1,113
mux2i_1,50
buf_1,4
xnor3_1,4
clkbuf_1,81
nand2_1,197
nand2b_1,13
o211a_1,3
nor2b_1,23
o21ai_0,39
or2_2,5
ha_1,111
and4_1,7
o31ai_1,7
xor2_1,31
nand3_1,36
o21a_1,15
edfxtp_1,71
a21o_1,25
and3_1,16
a41oi_1,3
inv_1,277
a21oi_1,123
a211o_1,6
or3_1,19
o21bai_1,15
a211oi_1,7
buf_2,4
fa_1,149
nor4_1,9
xnor2_1,45
a31oi_1,7
o2111ai_1,3
==> cell usage in the layout, fill, tap and decap left out, drive strengths merged, types with 7 or more instances in the layout <==
master / count
buf: 26
edfxtp: 71
inv: 280
fa: 149
mux2: 7
or3: 19
nor2b: 23
xor2: 31
a21o: 25
dfxtp: 145
a31oi: 8
and3: 17
o21bai: 15
o21a: 15
o21ai: 40
ha: 111
a21oi: 123
and4: 7
a211oi: 7
nor3: 24
mux2i: 50
clkinv: 10
clkdlybuf4s50: 91
nand2b: 13
and2: 114
xnor2: 46
nand2: 197
nand4: 15
o31ai: 8
nor2: 164
clkbuf: 37
nor4: 9
nand3: 36
o211ai: 11
==> layer usage <==
metal | GRT usage [%] | routed length (um) | up-vias
li1 | - | - | 6386
met1 | 40.8 | 19500 | 6167
met2 | 38.5 | 18500 | 326
met3 | 10.5 | 3940 | 54
met4 | 3.78 | 703 | 0
met5 | 0 | 0 | -
==> kinds of logic after synthesis <==
logic type	after synthesis	synth area share [%]
muxes	57	3.38
and+or+nand+nor	652	18.3
DFF	216	29.4
adders and majority gates	260	25.5
AOI/OAI and AO/OA	292	10.9
xor gates and xnor gates	81	4.50
buffers and inverters	368	8.09
==> worst paths after layout <==
kind,startpoint,end,slack (ns)
min reg2reg,general.rx_byte[2]$_DFFE_PP_,general.o_Rx_Byte[2]$_DFFE_PP_,0.45
max reg2reg,s_FSA[0]$_DFFE_PP_,min_dist_angle[15]$_SDFFE_PP0P_,2.35
min,general.rx_byte[2]$_DFFE_PP_,general.o_Rx_Byte[2]$_DFFE_PP_,0.45
max,s_FSA[0]$_DFFE_PP_,min_dist_angle[15]$_SDFFE_PP0P_,2.35
==> sequential cells by signal (all words and copies together) (netlist names), 11 cells and up <==
signal	cells
state	11
min_dist	16
s_FSA	16
max_dist_angle	16
obs_alert	16
max_dist	16
s_LSA	16
min_dist_angle	16
s_sample	16
==> where the power goes <==
part           total (mW)  leakage (nW)  switching [mW]  internal [mW]
combinational       0.191          6.50           0.121         0.0697
clock               0.886         0.437           0.370          0.516
sequential          0.952          1.83          0.0505          0.901
total                2.03          8.77           0.542           1.49
==> area by class of cell <==
type	count	share of cell area, %
multi-input combinational	1342	55.5
timing repair buffer	117	5.71
tap	448	2.89
clock buffer	37	4.10
clock inverter	13	0.452
sequential	216	26.0
inverter	278	5.39
Power is estimated from default activity; no workload was simulated.
